File: /design/flow/run.sh
#!/bin/bash
# OpenROAD 26Q1-2900-gdf79404cd8, Yosys 0.63+post, stock flow scripts
make -C /OpenROAD-flow-scripts/flow DESIGN_CONFIG=/design/flow/config.mk WORK_HOME=/design/flow/orfs finish
File: /design/flow/config.mk
export PLATFORM = sky130hd
export DESIGN_NAME = ALU
export DESIGN_NICKNAME = ALU
export VERILOG_FILES = /design/flow/design.v
export SDC_FILE = /design/flow/constraint.sdc
export NUM_CORES = 4
export LEC_CHECK = 1
export CORE_AREA = 10 10 92 92
export DIE_AREA = 0 0 102 102
File: /design/flow/constraint.sdc
current_design ALU

set clk_period 11.5
set clk_io_pct 0.2

create_clock -name clk0 -period $clk_period

set non_clock_inputs [all_inputs -no_clocks]
set_input_delay [expr $clk_period * $clk_io_pct] -clock clk0 $non_clock_inputs
set_output_delay [expr $clk_period * $clk_io_pct] -clock clk0 [all_outputs]
File: /design/flow/design.v
module adder4(s,cout,a,b,cin);    
input[3:0] a,b;                   
input cin;
output [3:0] s;                   
output cout;
assign {cout,s} = a+b+cin;         
endmodule
module ALU(x, y, z, sign, zero, carry, parity, overflow);       
input[15:0] x,y;                    
output[15:0] z;                     
output sign, zero, carry, parity, overflow;       
wire [3:0] c;                       
assign sign = z[15];                 
assign zero = ~|z;                   
assign parity = ~^z;                  
assign overflow = (x[15] & y[15] & ~z[15])|(~x[15] & ~y[15] & z[15]);      
adder4 A0 (z[3:0], c[1], x[3:0], y[3:0], 1'b0);
adder4 A1 (z[7:4], c[2], x[7:4], y[7:4], c[1]);                 
adder4 A2 (z[11:8], c[3], x[11:8], y[11:8], c[2]);
adder4 A3 (z[15:12], carry, x[15:12], y[15:12], c[3]);
endmodule
==> qor.yml <==
area_growth_pct: 74.4
rows: 29
cp.arrival_ns: 7.75
viasPerCell: 3.33
layout.cells.most_common: "clkdlybuf4s50_1"
overflow: 0
critical_path.startpoint_type: "input port"
fmax_ghz: 0.0996
n_antenna_cell: 0
path_max_fanout: 2
gp_congestion: 0.749
die_w_um: 102
dp_cells: 225
drcViolationCount: 0
flops: 0
yosys-top-cells-area: "ha_1 33%, fa_1 17%, inv_1 13%"
ys_area_sq_um: 832
grt_pass1_vias: 827
cap_violations: 0
crit_type: "input port to output port"
report.final.slew_viol_count: 0
cp.required_ns: 9.20
ys_cells: 96
firstDrtPassIters: 3
fp_util_pct: 12.9
synth_seq_share_pct: 0
grtUsageTotal_pct: 4.57
core_area_sq_um: 6460
min_period_ns: 10.05
top_area_cell: "ha_1"
outcome: "complete, no violations"
post_dp_cell_area_sq_um: 1450
synth_cells: 96
ios: 53
wl_mm: 2.35
whs_ns: 5.68
finalSetupTns_ns: 0
slew_headroom_pct: 82.8
chipArea_sq_um: 10400
grt_pass1_wl_mm: 3.88
cts_setup_buffers: 0
setup_viol: 0
lay_top_cells: "53 x clkdlybuf4s50_1, 28 x inv_1, 22 x ha_1"
rsz0062_at_grt: "no"
hold_class: "input port to output port"
endpoint_kind: "output port"
io_buffers: 53
final_antenna_net_count: 0
syn_area_sq_um: 832
synth_cell_types: 16
regArea_sq_um: 0
dieHeight_um: 102
utilization_pct: 22.5
nClkBuffers: 0
fin_area_sq_um: 1450
postCtsResizedCells: 0
fin_crit_sh_pct: 87.3
warnings: 33
cellPowerDensity_nw_per_um2: 96.8
top_cell_area_share_pct: 33.1
tightest_slew_ns: 0.257
hold_violations: 0
layout-drive-gt1-share_pct: 2.03
antenna_found_initial: 0
yosysWarnings: 0
vias: 749
cellLeakagePower_uw: 0.000726
dp_hpwl_mm: 2.30
irDropWorstVdd_v: 0.0000444
stdcell_count: 225
avgSynthCellArea_sq_um: 8.67
wl_per_cell_um: 10.4
grt_max_degree: 5
ctsHoldBuffers: 0
drtIter0Drc: 5
-- per-layer routing --
| metal | track usage [%] | part of all wire (%) | up-vias |
|---|---|---|---|
| met3 | 2.18 | 12 | 0 |
| met2 | 7.95 | 46 | 29 |
| met1 | 5.31 | 43 | 312 |
| met4 | 0 | 0 | 0 |
| met5 | 0 | 0 | - |
| li1 | - | - | 408 |
-- path summary, 6_finish.rpt --
path                  start  cells after the start      to  slack (ns)
worst min-delay path   x[0]                      3    z[0]        5.68
worst max-delay path   y[0]                     25  parity        1.45
-- cells in the mapped netlist (all sizes together) (2+ instances only) --
cell    n
inv    28
ha     22
xnor2  13
a21o   10
fa      7
a21oi   4
xor2    4
nand4   2
-- worst max-delay path, stage by stage --
cell and delay (ns):
clkdlybuf4s50_1 0.40, ha_1 0.21, inv_1 0.07, fa_1 0.20, inv_1 0.05, a21o_1 0.15, a21oi_1 0.21, fa_1 0.24
fa_1 0.21, inv_1 0.05, a21o_1 0.16, a21oi_1 0.18, fa_1 0.20, inv_1 0.06, fa_1 0.39, a21o_1 0.17
a21o_1 0.18, fa_1 0.40, fa_1 0.43, xnor2_1 0.24, ha_1 0.28, xnor2_1 0.18, xnor2_1 0.15, xnor2_1 0.13
clkdlybuf4s50_1 0.51
-- where the power goes --
| part | switching, uW | internal, uW | total, uW | leakage (uW) |
|---|---|---|---|---|
| logic | 48.6 | 91.9 | 141 | 0.000726 |
| registers | 0 | 0 | 0 | 0 |
| clock network | 0 | 0 | 0 | 0 |
| total | 48.6 | 91.9 | 141 | 0.000726 |
-- cells by family (layout without fill, tap and decap cells) --
| logic type | count (synthesis) | after routing | share of synthesized area [%] |
|---|---|---|---|
| muxes | 1 | 1 | 1.80 |
| adders and majority gates | 29 | 29 | 49.9 |
| xor gates and xnor gates | 17 | 17 | 18.8 |
| AOI/OAI and AO/OA | 15 | 15 | 12.5 |
| and+or+nand+nor | 5 | 5 | 3.46 |
| buffers and inverters | 29 | 81 | 13.5 |
-- metrics by stage --
stage | worst slack, ns | power [uW]
floorplan | 2.72 | 68.3
global placement | 1.39 | 145
detailed placement | 1.36 | 145
CTS | 1.34 | 146
global route | 1.12 | 157
finish | 1.45 | 141
-- layout make-up --
type | count | area [sq um]
fill | 706 | 5010
multi-input combinational | 67 | 719
timing repair buffer | 53 | 531
inverter | 28 | 105
tap | 77 | 96.3
Power and IR drop assume default switching activity.
